==> flow/config.mk <==
export PLATFORM = sky130hd
export DESIGN_NAME = AHB_master
export DESIGN_NICKNAME = AHB_master
export VERILOG_FILES = /design/flow/design.v
export SDC_FILE = /design/flow/constraint.sdc
export NUM_CORES = 4
export LEC_CHECK = 1
export CORE_UTILIZATION = 50
==> flow/constraint.sdc <==
current_design AHB_master

set clk_period 7.8
set clk_io_pct 0.2

create_clock -name clk0 -period $clk_period [get_ports {HCLK}]

set non_clock_inputs [all_inputs -no_clocks]
set_input_delay [expr $clk_period * $clk_io_pct] -clock clk0 $non_clock_inputs
set_output_delay [expr $clk_period * $clk_io_pct] -clock clk0 [all_outputs]
==> flow/design.v <==
`timescale 1ns / 1ps
module AHB_master#(
    parameter ADDR_WIDTH=32,
    parameter DATA_WIDTH=32)
(
    input wire HRESETn,
    input wire HCLK,
    input wire HREADY,
    input wire HRESP,                         
    input wire [DATA_WIDTH-1:0] HRDATA,
    output reg [ADDR_WIDTH-1:0] HADDR,
    output reg HWRITE,
    output reg [2:0] HSIZE,
    output reg [2:0] HBURST,
    output reg [3:0] HPROT,
    output reg [1:0] HTRANS,
    output reg HMASTLOCK,
    output reg [DATA_WIDTH-1:0] HWDATA,
    input wire cmd_valid,
    input wire cmd_write,
    input wire [ADDR_WIDTH-1:0] cmd_addr,
    input wire [DATA_WIDTH-1:0] cmd_wdata,
    input wire [7:0] cmd_len, 
    input wire [2:0] cmd_size,
    output reg cmd_ready,
    output reg resp_valid,
    output reg [DATA_WIDTH-1:0] resp_rdata,
    output reg resp_err
);
    localparam HTRANS_IDLE   = 2'b00;
    localparam HTRANS_BUSY   = 2'b01;
    localparam HTRANS_NONSEQ = 2'b10;
    localparam HTRANS_SEQ    = 2'b11;
    localparam S_IDLE = 3'd0;
    localparam S_ADDR = 3'd1;
    localparam S_DATA = 3'd2;
    reg [2:0] state, next_state;
    reg [7:0] beat_count;
    reg [ADDR_WIDTH-1:0] addr_reg;
    reg [DATA_WIDTH-1:0] wdata_reg;
    reg write_reg;
    reg [2:0] size_reg;
    always @(posedge HCLK or negedge HRESETn) begin
        if (!HRESETn) begin
            HADDR       <= {ADDR_WIDTH{1'b0}};
            HWRITE      <= 1'b0;
            HSIZE       <= 3'd2;
            HBURST      <= 3'd0;
            HPROT       <= 4'b0011;  
            HTRANS      <= HTRANS_IDLE;
            HMASTLOCK   <= 1'b0;
            HWDATA      <= {DATA_WIDTH{1'b0}};
            cmd_ready   <= 1'b1;
            resp_valid  <= 1'b0;
            resp_rdata  <= {DATA_WIDTH{1'b0}};
            resp_err    <= 1'b0;
            state       <= S_IDLE;
            beat_count  <= 8'd0;
            addr_reg    <= {ADDR_WIDTH{1'b0}};
            wdata_reg   <= {DATA_WIDTH{1'b0}};
            write_reg   <= 1'b0;
            size_reg    <= 3'd2;
        end else begin
            state <= next_state;
            case (state)
                S_IDLE: begin
                    HTRANS <= HTRANS_IDLE;
                    resp_valid <= 1'b0;
                    if (cmd_valid && cmd_ready) begin
                        addr_reg   <= cmd_addr;
                        wdata_reg  <= cmd_wdata;
                        write_reg  <= cmd_write;
                        size_reg   <= cmd_size;
                        beat_count <= (cmd_len == 0) ? 8'd1 : cmd_len;
                        HADDR      <= cmd_addr;
                        HSIZE      <= cmd_size;
                        HBURST     <= (cmd_len > 1) ? 3'b001 : 3'b000;  
                        HWRITE     <= cmd_write;
                        HPROT      <= 4'b0011;
                        HMASTLOCK  <= 1'b0;
                        HTRANS     <= HTRANS_NONSEQ;
                        cmd_ready  <= 1'b0;  
                    end else begin
                        cmd_ready  <= 1'b1;
                    end
                end
                S_ADDR: begin
                    if (HREADY) begin
                        if (write_reg)
                            HWDATA <= wdata_reg;
                    end
                end
                S_DATA: begin
                    if (HREADY) begin
                        if (write_reg) begin
                            if (beat_count > 1) begin
                                beat_count <= beat_count - 1;
                                addr_reg   <= addr_reg + (1 << size_reg);
                                HADDR      <= addr_reg + (1 << size_reg);
                                HTRANS     <= HTRANS_SEQ;
                                HWDATA     <= wdata_reg;  
                            end else begin
                                HTRANS     <= HTRANS_IDLE;
                                cmd_ready  <= 1'b1;
                                resp_valid <= 1'b1;
                                resp_err   <= HRESP;  
                            end
                        end else begin
                            resp_rdata <= HRDATA;
                            if (beat_count > 1) begin
                                beat_count <= beat_count - 1;
                                addr_reg   <= addr_reg + (1 << size_reg);
                                HADDR      <= addr_reg + (1 << size_reg);
                                HTRANS     <= HTRANS_SEQ;
                            end else begin
                                HTRANS     <= HTRANS_IDLE;
                                cmd_ready  <= 1'b1;
                                resp_valid <= 1'b1;
                                resp_err   <= HRESP;
                            end
                        end
                    end else begin
                        HTRANS <= HTRANS_BUSY;  
                    end
                end
                default: ;
            endcase
            if (resp_valid && cmd_valid == 0)
                resp_valid <= 1'b0;
        end
    end
    always @(*) begin
        next_state = state;
        case (state)
            S_IDLE: begin
                if (cmd_valid && cmd_ready)
                    next_state = S_ADDR;
            end
            S_ADDR: begin
                if (HREADY)
                    next_state = S_DATA;
            end
            S_DATA: begin
                if (HREADY && (beat_count == 1))
                    next_state = S_IDLE;
            end
            default: next_state = S_IDLE;
        endcase
    end
endmodule
==> flow/run.sh <==
#!/bin/bash
# OpenROAD 26Q1-2900-gdf79404cd8, Yosys 0.63+post, stock flow scripts
make -C /OpenROAD-flow-scripts/flow DESIGN_CONFIG=/design/flow/config.mk WORK_HOME=/design/flow/orfs finish
==> job_summary.md <==
## PnR job results

| Metric | Value |
|---|---|
| Maximum capacitance violations | `0` |
| Number of buffers between clock root and the deepest sink | `2` |
| Post-CTS Hold Buffers | `0` |
| First-pass GRT wire length | `29.0 mm` |
| Synthesized area | `7160 sq um` |
| Peak supply drop | `0.000260 V` |
| Total power per unit cell area | `330 nW/um^2` |
| Filler Cells Inserted | `975` |
| CTS tree | `done` |
| Worst clock skew | `0.00881 ns` |
| Startpoint kind of the worst setup timing path | `input port` |
| # clock sinks | `149` |
| Clock input transition at the sequential cells of the worst setup and hold paths | `0.06 ns` |
| Total of warnings raised by yosys | `1` |
| Final slew viol count | `0` |
| Cell seen most often among critical-path stages | `nand2_1` |
| Crit path max-delay cell type | `nand2_1` |
| Wirelength per Cell | `17.6 um` |
| Number of top-level pins | `226` |
| Cell Rows | `43` |
| Cells after synthesis | `602` |
| Maximum fanout along the worst path | `20` |
| Number of warnings the tools reported | `27` |
| DRC | `0` |
| Hold Vio Cnt, Final | `0` |
| Number of input and output port buffers inserted | `218` |
| Number of different library cells in the post-synthesis netlist | `63` |
| Post-layout min period | `3.71 ns` |
| Utilization after layout | `0.722` |
| Antenna cell count | `0` |
| Peak clock frequency supported by timing | `269 MHz` |
| Path category of the worst min-delay check | `register to register` |
| Crit path capture type | `register` |
| Number of post-CTS setup repair buffers | `0` |
| Headroom to the max-slew limit | `0.437` |
| Post-DP HPWL | `12.2 mm` |
| Width of the die | `122 um` |
| Floorplan die height | `122 um` |
| Cell taking the most area after synthesis | `dfrtp_1` |
| Run status | `finished clean` |
| Number of levels in the clock H-tree | `4` |
| Final setup slack of the worst path | `4.09 ns` |
| Setup repair after global routing missed its margin | `false` |
| First DRT Iteration DRCs | `411` |
| Worst path arrival time | `4.03 ns` |
| Leakage power | `4.27 nW` |
| Data required time at the worst endpoint | `8.11 ns` |
| Antenna violation net count after detailed routing | `0` |
| Total gr overflow | `0` |
| Post-CTS resize count | `0` |
| Post-synth ARST share | `1.00` |
| Post-route setup TNS | `0 ns` |
| Number of global-route vias before repair | `5709` |
| Seq/Total Area, Yosys | `0.521` |
| Root Driver | `clkbuf_16` |
| Top cell area share | `0.510` |
| DR vias | `5650` |
| Chip area estimate from yosys synthesis | `7160 sq um` |
| Maximum number of pins on one net before global-route repair | `73` |
| Overall chip area | `14800 sq um` |
| Area added between synthesis and finish | `40.5%` |
| Synthesized area per cell | `11.9 sq um` |
| Fraction of final layout cells sized beyond drive strength 1 | `0.191` |
| Global-route total usage across every layer | `0.263` |
| Crit-path cells | `clkdlybuf4s50_1, nand2_1, a311o_1, nand2_1, o22ai_1, a311oi_1` |
| Slew at the pin closest to its max-slew limit | `0.844 ns` |
| Fraction of the core area occupied by cells at floorplan | `0.514` |
| Floorplan core area | `13900 sq um` |
| Final hold slack | `0.481 ns` |
| Max incr delay on CP | `0.65 ns` |
| Setup Crit Path Kind | `input port to register` |
| Insertion Delay late pin | `0.41 ns` |
| Vias per cell | `5.62` |
| Total setup violations reported at the end of the flow | `0` |
| Number of register bits inferred by synthesis | `149` |
| Largest cells by area after synthesis | `dfrtp_1 51%, mux2_2 15%, a21oi_1 2.1%, mux2i_1 2.1%, nand2_1 1.9%` |
| Final RePlAce weighted congestion | `0.895` |
| Final wirelength | `17.7 mm` |
| Worst slack at placement | `3.68 ns` |
| Commonest register cell after synthesis | `dfrtp_1` |
| Tcrit/Tclk final | `0.476` |
| Number of clock buffers inserted by TritonCTS | `17` |
| Overall power | `0.00332 W` |
| Number of iterations in the first detailed-routing pass | `5` |
| Number of cells in the yosys synthesis report | `602` |
| Post-synth EDFFs | `0` |
| Number of antenna violations at the first check in global routing | `0` |
## synth_stat cells, types with 4 or more instances
cell	number
a311oi_1	6
nor3_1	10
buf_2	5
o22ai_1	20
ha_1	10
and3_1	12
buf_4	7
a21oi_1	30
o21ai_0	17
dfrtp_1	146
o21ai_1	6
clkbuf_1	21
nand4_1	6
mux2_1	6
buf_1	5
a2111oi_2	6
or3_1	5
nor2_1	28
nand3_1	15
mux2_2	95
inv_1	8
xnor2_1	4
a211oi_1	11
mux2i_1	15
o211ai_1	6
and4_1	7
nand2_1	37
## power by group
part           switching, W  internal [W]  leakage, nW
registers          0.000236       0.00107         1.88
clock network      0.000324      0.000463        0.279
logic              0.000443      0.000778         2.11
## cell usage in the layout (no fill, tap or decap), drive strengths merged, types with 4 or more instances in the layout
cell type,synthesis,final
xnor2,4,4
nand2,38,38
buf,19,10
nor3,11,11
nand3,15,15
clkbuf,21,21
o21ai,23,23
nor2,28,28
and3,12,12
o22ai,20,20
inv,8,12
a2111oi,8,8
a211oi,14,14
nand4,6,6
conb,2,7
mux2,101,101
mux2i,15,15
or3,5,5
dfrtp,146,146
ha,10,10
a21oi,31,31
clkinv,0,5
clkdlybuf4s50,0,217
o211ai,6,6
and4,7,7
a311oi,7,7
## path summary, 6_finish.rpt
kind	start	to	slack (ns)	depth (start not counted)
max	HREADY	HADDR[19]	4.09	6
min	wdata_reg[3]	HWDATA[3]	0.48	1
max reg2reg	HSIZE[1]	HADDR[17]	4.85	7
min reg2reg	wdata_reg[3]	HWDATA[3]	0.48	1
max in group asynchronous	HRESETn	cmd_ready	5.64	2
min in group asynchronous	HRESETn	HADDR[0]	1.14	1
## metrics by stage
stage,instance area [sq um],instances
final,10100,1006
after global routing,10100,1006
after global placement,9480,974
after detailed placement,9480,974
after CTS,10100,1006
after floorplan,7180,607
## critical path: cells and delay by family
kind,cells,cell delay (ns)
simple gates,2,0.84
buf+inv,1,0.61
compound gates,3,1.00
## cells by family (layout without fill, tap and decap cells)
kind of cell / Yosys count / after routing / share of synthesized area
buffers and inverters: 48 / 267 / 0.0318
adders and majority gates: 11 / 11 / 0.0203
and+or+nand+nor: 140 / 140 / 0.102
AOI/OAI and AO/OA: 130 / 130 / 0.136
xor gates and xnor gates: 6 / 6 / 0.00734
DFF: 149 / 149 / 0.521
other: 2 / 7 / 0.00105
muxes: 116 / 116 / 0.180
## area by class of cell
| class | instances | area (sq um) | area share |
|---|---|---|---|
| Clock inverter | 11 | 116 | 0.0116 |
| Sequential cell | 149 | 3730 | 0.371 |
| Clock buffer | 21 | 460 | 0.0458 |
| Timing Repair Buffer | 227 | 2250 | 0.224 |
| Multi-Input combinational cell | 410 | 3240 | 0.322 |
| Tap cell | 180 | 225 | 0.0224 |
| Inverter | 8 | 30.0 | 0.00299 |
## per-layer routing
metal  part of all wire  track usage
met2               0.48        0.413
met1               0.42        0.384
met3              0.075       0.0802
met4              0.019       0.0424
met5                  0            0
Power and IR drop assume default switching activity.
